## flow/design.v

```verilog
module simpleBox(
    input logic CLOCK_50, input logic reset_n,
    input logic rd_en, input logic wr_en,
    input logic [31:0] hex_value_index,  
    output logic [31:0] out  
);
    parameter WIDTH = 100, HEIGHT = 100, RESET = 99999;
    logic [7:0] x;
    logic [7:0] y;
    logic [2:0] rgb;
    logic [7:0] xMin, xMax, yMin, yMax;
    always@(posedge CLOCK_50) begin
        if(~reset_n || hex_value_index[23:0] == 99999) begin  
            x <= 0;
            y <= HEIGHT - 1;
            rgb <= 0;
            xMin = WIDTH-1;
            xMax = 0;
            yMin = HEIGHT-1;
            yMax = 0;
        end
        else if(wr_en == 1) begin
            if(rgb != 2) begin
                rgb <= rgb + 1;
            end
            else if(rgb == 2 && x != WIDTH - 1) begin
                rgb <= 0;
                x <= x + 1;
            end
            else if(rgb == 2 && x == WIDTH -1 && y != 0) begin
                rgb <= 0;
                x <= 0;
                y <= y - 1;
            end
            else if(y == 0) begin
                y <= y;
                x <= x;
                rgb <= rgb;
            end
            if(hex_value_index[31:24] < 245) begin  
                if(x < xMin) 
                begin
                    xMin <= x;
                end
                if(x > xMax)
                begin
                    xMax <= x;
                end
                if(y < yMin)
                begin
                    yMin <= y;
                end
                if(y > yMax)
                begin
                    yMax <= y;
                end
            end
        end
    end
    assign out = {xMin, xMax, yMin, yMax};  
endmodule
```

## flow/run.sh

```bash
#!/bin/bash
# OpenROAD 26Q1-2900-gdf79404cd8, Yosys 0.63+post, stock flow scripts
make -C /OpenROAD-flow-scripts/flow DESIGN_CONFIG=/design/flow/config.mk WORK_HOME=/design/flow/orfs finish
```

## flow/config.mk

```make
export PLATFORM = sky130hd
export DESIGN_NAME = simpleBox
export DESIGN_NICKNAME = simpleBox
export VERILOG_FILES = /design/flow/design.v
export SDC_FILE = /design/flow/constraint.sdc
export NUM_CORES = 4
export LEC_CHECK = 1
export CORE_UTILIZATION = 30
```

## flow/constraint.sdc

```tcl
current_design simpleBox

set clk_period 4.2
set clk_io_pct 0.2

create_clock -name clk0 -period $clk_period [get_ports {CLOCK_50}]

set non_clock_inputs [all_inputs -no_clocks]
set_input_delay [expr $clk_period * $clk_io_pct] -clock clk0 $non_clock_inputs
set_output_delay [expr $clk_period * $clk_io_pct] -clock clk0 [all_outputs]
```

==> CHANGELOG.md <==
### Implementation results

* Max-cap check violation count at 0
* Global-route wire length before repair at 10560 um
* Power spent charging and discharging nets at 223.4 uW
* Clock slew seen by the registers of the worst setup and hold paths at 90 ps
* Tally of unique sky130hd cells used after synthesis at 41
* Total overflow reported by the global router at 0
* Number of enable flip-flop cells at 0
* PwrDens at 230.7 nW/um2
* Placement-stage cell area at 3840 um2
* Global router's overall resource usage at 12.56%
* DRC violations left at 0
* # H-tree levels at 2
* CTS tree: done
* Total of buffers placed on input and output ports at 66
* Number of cells in the yosys synthesis report at 356
* Number of antenna violations at the first check in global routing at 0
* Setup slack, reg-to-reg at 2130 ps
* R2r endpoint: xMin[1]
* Post-synthesis average cell area at 8.667 um2
* Sink of the worst hold path: xMax[5]
* Worst max-slew margin expressed relative to the limit at 56.45%
* Fraction of the core area occupied by cells at floorplan at 31.28%
* LEAKAGE at 0.001570 uW
* Average detailed-routed wire length per instance at 11.49 um
* Crit end category: flip-flop
* Class of the tightest hold or removal check: reg2reg
* Number of DRC violations after detailed-routing iteration 0 at 133
* Most common cell in the netlist: nand2_1
* Net Sw Frac at 24.67%
* Area Overhead vs Synth at 27.21%
* Cell-internal power at 682.1 uW
* Die area at 10690 um2
* Startpoint type of the worst setup path: input pin
* Dominant synthesized flop cell: dfxtp_1
* Overall Power at 905.5 uW
* Final setup vio count at 0
* Launch instance of the worst register-to-register path: x[5]
* WP data required at 4400 ps
* Core region area at 9864 um2
* Cell accounting for the most synthesized area: dfxtp_1
* Register-to-Register Path Depth at 5
* Share of total power in combinational logic at 13.2%
* Slew @ Worst Pin at 653.1 ps
* First-pass iteration count of the detailed router at 4
* Synthesized registers at 51
* CTS Root Buffer Type: clkbuf_8
* Ys async rst share at 0%
* Crit path DAT at 2770 ps
* Die H at 103.4 um
* Post-synthesis chip area from yosys at 3085 um2
* Num CTS Buffers at 5
* Critical Path Fanout Max at 10
* Sequential power share at 55.6%
* Seq/Total Area, Yosys at 33.09%
* Clk buf depth at 2
* Total wire length at 6377 um
* Routability congestion estimate from global placement at 0.8304
* Start-to-end type of the worst setup path: in2reg
* Slew Viols, Final at 0
* IR drop worst, VDD at 141.9 uV
* Total number of vias at 2538
* Number of global-route vias before repair at 2282
* Fmax at 0.3889 GHz
* Area of the mapped netlist at 3085 um2
* Insertion delay of the later-clocked pin in the worst-skew pair at 310 ps
* Post-DP HPWL at 4884 um
* Area of all placed cells without fillers at 3925 um2
* Maximum number of pins on one net before global-route repair at 46
* Post-route worst hold slack at 479.5 ps
* Minimum period implied by the final worst setup slack at 2571 ps
* Proportion of power drawn by the clock network at 31.2%
* Horizontal die dimension at 103.4 um
* Yosys warning count at 1
* Run status: finished, final reports clean
* Unrepaired setup endpoints after global routing: false
* Dominant cell area share at 33.09%
* Setup bufs post-CTS at 0
* Max Clock Skew at 7.958 ps
* Synth cell count leaders: 57 x nand2_1, 51 x dfxtp_1, 40 x nor2_1
* Post-CTS sizing at 0
* Final clock period utilization by the worst path at 61.22%
* Antenna violation net count after detailed routing at 0
* Start point of the worst hold path: xMax[5]
* Count of boundary I/O pins at 68
* Antenna diodes at 0
* Number of warnings the tools reported at 27
* Cts-stage hold buffer count at 0
* Vias per Instance at 4.573
* Cells after Synth at 356
* Standard-cell rows at 36
* Number of cells on the worst hold path at 2
* Fraction of final layout cells with drive strength greater than 1 at 4.739%
* Total negative slack for setup checks at 0 ps
* Number of sinks driven by the clock tree at 51
* Biggest area cells: dfxtp_1 33%, ha_1 13%, mux2i_1 10%
* Endpoints failing hold at 0
[how the worst max path moves through the flow]
stage         cells past startpoint    to  start
global route                      6  x[4]  wr_en
finish                            6  x[4]  wr_en
CTS                               6  x[4]  wr_en
[layout make-up]
class,count,area (um2)
repair buffers,68,675.6
fillers,960,5939
inverters,34,127.6
well taps,133,166.4
multi-input cells,261,1849
clock inverters,2,12.51
flip-flops and latches,51,1021
clock buffers,6,72.57
[flip-flops by register name, summed over array words and instances, names as in the netlist]
register / count
xMax: 8
xMin: 8
x: 8
yMax: 8
yMin: 8
y: 8
rgb: 3
[logic make-up (layout without fill, tap and decap cells)]
family                     Yosys count  count (layout)  share of synthesized area (%)
and+or+nand+nor                    138             138                          21.29
DFF                                 51              51                          33.09
buffers and inverters               44             110                          6.975
AOI/OAI and AO/OA                   43              43                          10.54
adders and majority gates           33              33                          13.38
muxes                               33              33                          10.75
xor gates and xnor gates            14              14                          3.974
[stage by stage]
step           utilization [%]  setup WS, ps  std cells
4_1_cts                  39.79          1635        555
5_1_grt                  39.79          1438        555
3_3_place_gp             38.93          1333        547
2_1_floorplan                -          2092        356
6_report                 39.79          1629        555
3_5_place_dp             38.93          1310        547
[per-layer routing]
metal	share of wire [%]	global-route usage [%]
met1	50	18.89
met2	44	20.17
met3	4.4	1.708
met4	1.4	1.300
met5	0	0
[power groups by stage]
stage | clock, uW | combinational, uW | sequential, uW
CTS | 290 | 122 | 504
global route | 314 | 134 | 506
finish | 282 | 120 | 504
[cells in the final DEF (no fill, tap or decap), drive strengths merged, types with 9 or more instances in the layout]
cell type / n
a21oi: 9
inv: 34
xor2: 11
ha: 33
nor2: 41
clkdlybuf4s50: 66
o21ai: 13
nand4: 14
a211oi: 9
nand2: 57
mux2i: 32
dfxtp: 51
[worst max-delay path, cell delays in order]
cell	delay (ps)
clkdlybuf4s50_1	670
nand4bb_1	290
nor4b_4	500
nand2_1	200
nand2_1	200
nor2_1	70
Power and IR drop assume default switching activity.
