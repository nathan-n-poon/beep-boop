## design/flow/design.v

```verilog
module box(
    input logic CLOCK_50, input logic reset_n,
    input logic rd_en, input logic wr_en,
    input logic [31:0] hex_value_index,  
    output logic [31:0] out  
);
    parameter WIDTH = 160, HEIGHT = 90, RESET = 99999;
    logic [7:0] x;
    logic [7:0] y;
    logic [2:0] rgb;
    logic [7:0] xMin, xMax, yMin, yMax;
    always@(posedge CLOCK_50) begin
        if(~reset_n || hex_value_index[23:0] == 99999) begin  
            x <= 0;
            y <= HEIGHT - 1;
            rgb <= 0;
            xMin = WIDTH-1;
            xMax = 0;
            yMin = HEIGHT-1;
            yMax = 0;
        end
        else if(wr_en == 1) begin
            if(rgb != 2) begin
                rgb <= rgb + 1;
            end
            else if(rgb == 2 && x != WIDTH - 1) begin
                rgb <= 0;
                x <= x + 1;
            end
            else if(rgb == 2 && x == WIDTH -1 && y != 0) begin
                rgb <= 0;
                x <= 0;
                y <= y - 1;
            end
            else if(y == 0) begin
                y <= y;
                x <= x;
                rgb <= rgb;
            end
            if(hex_value_index[31:24] < 245) begin  
                if(x < xMin) 
                begin
                    xMin <= x;
                end
                if(x > xMax)
                begin
                    xMax <= x;
                end
                if(y < yMin)
                begin
                    yMin <= y;
                end
                if(y > yMax)
                begin
                    yMax <= y;
                end
            end
        end
    end
    assign out = {xMin, xMax, yMin, yMax};  
endmodule
```

## design/flow/run.sh

```bash
#!/bin/bash
# OpenROAD 26Q1-2900-gdf79404cd8, Yosys 0.63+post, stock flow scripts
make -C /OpenROAD-flow-scripts/flow DESIGN_CONFIG=/design/flow/config.mk WORK_HOME=/design/flow/orfs finish
```

## design/flow/config.mk

```make
export PLATFORM = sky130hd
export DESIGN_NAME = box
export DESIGN_NICKNAME = box
export VERILOG_FILES = /design/flow/design.v
export SDC_FILE = /design/flow/constraint.sdc
export NUM_CORES = 4
export LEC_CHECK = 1
export CORE_UTILIZATION = 30
```

## design/flow/constraint.sdc

```tcl
current_design box

set clk_period 5.3
set clk_io_pct 0.2

create_clock -name clk0 -period $clk_period [get_ports {CLOCK_50}]

set non_clock_inputs [all_inputs -no_clocks]
set_input_delay [expr $clk_period * $clk_io_pct] -clock clk0 $non_clock_inputs
set_output_delay [expr $clk_period * $clk_io_pct] -clock clk0 [all_outputs]
```

==> metrics.log <==
[report] implementation figures
[metrics] HPWL after detailed placement: 5140 microns
[metrics] CP peak stage delay: 700 ps
[metrics] Die X: ~100 microns
[metrics] async set or reset register ratio after synthesis: 0%
[metrics] global placer's final weighted congestion: around 0.85
[metrics] r2r endpoint: y[3]$_SDFFE_PP1P_
[metrics] sequence of cells on the critical path: clkdlybuf4s50_1 -> nand4bb_4 -> a2111o_1 -> nor4_2 -> xnor2_1 -> nand2_1
[metrics] yosys synthesis chip area: 3150 sq um
[metrics] clock period minus final worst setup slack: ~2800 ps
[metrics] critical-path maximum fanout: 10
[metrics] final cycle utilization of the critical path: roughly 52%
[metrics] CTS sink cnt: just over 50
[metrics] number of distinct standard cells referenced by the synthesized netlist: roughly 50
[metrics] area fraction in compound gates after synthesis: ~11%
[metrics] layout cells sized above 1: 5.14%
[metrics] area share of and/or/nand/nor cells after synthesis: between 20% and 30%
[metrics] area share of the leading cell type in the synthesized netlist: 32.4%
[metrics] Worst slew margin: between 50% and 60%
[metrics] Hold WC Path Type: reg -> reg
[metrics] Total Routed Length: about 6900 microns
[metrics] fraction of synthesized cell area in xor and xnor cells: between 2 and 3%
[metrics] result of the run: finished, final reports clean
[metrics] post-detailed-route count of antenna-violating nets: 0
[metrics] startpoint of the lowest-slack register-to-register path: y[0]$_SDFFE_PP1P_
[metrics] arrival time at the worst endpoint: between 2000 and 3000 ps
[metrics] std cell rows: 37
[metrics] cell count listed in synth_stat.txt: about 370
[metrics] capture endpoint of the worst hold path: xMax[6]$_SDFFE_PP0P_
[metrics] number of setup buffers added after CTS: 0
[metrics] largest voltage drop on the vdd net: 160 uV
[metrics] Met1 Routed Length: approximately 3400 microns
[metrics] signed area change from the synthesized netlist to the final layout: 28.7%
[metrics] max_cap viols: 0
[metrics] sequential power share: about half
[metrics] setup TNS: 0 ps
[metrics] slowest stage cell, crit path: sky130_fd_sc_hd__clkdlybuf4s50_1
[metrics] largest family of logic cells by area: simple AND/OR/NAND/NOR gates
[metrics] die area: ~11000 sq um
[metrics] Routed met3 length: between 150 and 200 microns
[metrics] pins over their slew limit: 0
[metrics] Worst-path clk slew: around 90 ps
[metrics] number of top-level design ports: slightly below 70
[metrics] buffer type at the clock tree root: sky130_fd_sc_hd__clkbuf_8
[metrics] uppermost signal routing layer after detailed routing: met4
[metrics] cts hold-fix bufs: 0
[metrics] synthesis-stage register bit count: a little over 50
[metrics] Starting Density: a little under a third
[metrics] total clock buffers created by CTS: 5
[metrics] total of buffers placed on input and output ports: 66
[metrics] buffers from clock root to sink, at most: 2
[metrics] share of power burned in the clock network: 39.2%
[metrics] met2 routed WL: between 3000 and 4000 microns
[metrics] Seq/Total Area, Yosys: about a third
[metrics] core box area: a little over 10000 sq um
[metrics] endpoint type of the worst setup path: flop
[metrics] Layout Utilization: 39.6%
[metrics] launch point of the worst hold path: xMax[6]$_SDFFE_PP0P_
[metrics] cells taking the most area after synthesis: sky130_fd_sc_hd__dfxtp_1 (32%), sky130_fd_sc_hd__ha_1 (13%), sky130_fd_sc_hd__mux2i_1 (10%)
[metrics] tool warning count: 27
[metrics] unrepaired setup endpoints after global routing: false
[metrics] total via count in the routed design: 2679
[metrics] startpoint of the worst setup timing path: wr_en
[metrics] total of warnings raised by yosys: 1
[metrics] pin slew with the least headroom to its limit: roughly 640 ps
[metrics] synth cell count leaders: sky130_fd_sc_hd__dfxtp_1 (51), sky130_fd_sc_hd__nand2_1 (51), sky130_fd_sc_hd__nor2_1 (43)
[metrics] synthesized instance count: around 370
[metrics] data required time at the worst endpoint: 5480 ps
[metrics] mean post-synth cell area: 8.61 sq um
[metrics] DR vias/cell: roughly 4.8
[metrics] global-route usage over all layers: 13.2%
[metrics] static leakage: around 1.6 nW
[metrics] Net Switching: approximately 180 uW
[metrics] maximum clock rate: between 0.3 and 0.4 GHz
[metrics] cell internal power dissipation: approximately 640 uW
[metrics] antenna violations before repair: 0
[metrics] via count of the first global-routing pass: around 2500
[metrics] wire length per cell after detailed routing: around 12 microns
[metrics] vertical die dimension: roughly 100 microns
[metrics] pin count of the biggest net entering global routing: 43
[metrics] CTS H-Tree Depth: 2
[metrics] count of unresolved DRC violations after routing: 0
[metrics] total power per unit cell area: 203 nW/um^2
[metrics] fraction of power spent switching nets: between 20 and 25%
[metrics] Worst Setup Start Kind: input pin
[metrics] final hold violation count: 0
[metrics] PostCTS Resize Cnt: 0
[metrics] sum of overflow across all layers after global routing: 0
[metrics] first-pass GRT wire length: between 10000 and 15000 microns
[metrics] drt first-iter violations: ~75
[metrics] clock tree from TritonCTS: yes
[metrics] TritonRoute pass-1 iters: 4
[metrics] mapped cell area: about 3200 sq um
[metrics] # diodes: 0
[metrics] Hold Crit Depth: 2
[metrics] final-report setup violation count: 0
[metrics] Clock Latency Late Sink: around 310 ps
[metrics] commonest register cell after synthesis: sky130_fd_sc_hd__dfxtp_1
[metrics] synthesized-area fraction occupied by adder cells: 13.1%
[metrics] cell accounting for the most synthesized area: sky130_fd_sc_hd__dfxtp_1
[metrics] multiplexer share of the synthesized area: a little over a tenth
[metrics] flop-to-flop setup slack: 2960 ps
[metrics] Worst R2R Path Depth: 7
[metrics] Crit Path Class: in -> reg
[metrics] Worst Skew: a little under 10 ps
[metrics] combinational group share of total power: about an eighth
[metrics] number of enable-type register cells in the synthesized netlist: 0
layout make-up:
class,count,area (sq um)
clock buffers,5,68.8
well taps,136,170
clock inverters,3,67.6
repair buffers,68,676
flip-flops and latches,51,1020
multi-input cells,266,1920
fillers,1009,6180
inverters,35,131
per-layer routing:
layer,track usage (%),up-vias
li1,-,1387
met5,0,-
met2,22.2,38
met1,19.2,1252
met3,1.41,2
met4,1.02,0
power groups by stage:
stage                 logic (mW)  registers (mW)  clock network [mW]
final                     0.0986           0.402               0.323
after global routing       0.109           0.404               0.348
after CTS                  0.100           0.402               0.335
cell usage in the layout, fill, tap and decap left out, types with 3 or more instances in the layout:
master and count:
sky130_fd_sc_hd__a21oi_1 15, sky130_fd_sc_hd__inv_1 35, sky130_fd_sc_hd__a21o_1 4, sky130_fd_sc_hd__clkdlybuf4s50_1 66, sky130_fd_sc_hd__nor2_1 43, sky130_fd_sc_hd__clkbuf_8 5, sky130_fd_sc_hd__nand2_1 51, sky130_fd_sc_hd__dfxtp_1 51
sky130_fd_sc_hd__nor3_1 3, sky130_fd_sc_hd__nand3_1 5, sky130_fd_sc_hd__nand2b_1 5, sky130_fd_sc_hd__nor3b_1 3, sky130_fd_sc_hd__nand4_1 14, sky130_fd_sc_hd__o21ai_0 8, sky130_fd_sc_hd__mux2i_1 33, sky130_fd_sc_hd__xnor2_1 6
sky130_fd_sc_hd__nor4_2 3, sky130_fd_sc_hd__xor2_1 4, sky130_fd_sc_hd__a211oi_1 3, sky130_fd_sc_hd__ha_1 33
how the worst max path moves through the flow:
stage	to	slack [ps]	depth (start not counted)
4_1_cts	y[3]$_SDFFE_PP1P_	2530	6
6_report	y[3]$_SDFFE_PP1P_	2520	6
5_1_grt	yMax[1]$_SDFFE_PP0P_	2340	6
metrics by stage:
step / hold slack, ps / total power [mW] / instances / setup slack [ps] / instance area [sq um]
final: 480 / 0.823 / 564 / 2520 / 4050
after global placement: 463 / 0.509 / 556 / 2240 / 3920
after detailed placement: 469 / 0.510 / 556 / 2210 / 3920
after floorplan: 435 / 0.460 / 366 / 2980 / 3150
after CTS: 485 / 0.838 / 564 / 2530 / 4050
after global routing: 501 / 0.861 / 564 / 2340 / 4050
state kept, by name, summed over array words and instances, names as in the netlist:
name,cells
xMax,8
x,8
y,8
yMax,8
rgb,3
yMin,8
xMin,8
kinds of logic after synthesis:
kind of cell               count (synthesis)
adders and majority gates                 33
AOI/OAI and AO/OA                         47
buffers and inverters                     49
muxes                                     34
and+or+nand+nor                          142
xor gates and xnor gates                  10
DFF                                       51
worst max-delay path, delay by kind of cell:
kind | cells | cell delay [ps]
AOI/OAI and AO/OA | 1 | 580
xor gates and xnor gates | 1 | 150
buffers and inverters | 1 | 700
and+or+nand+nor | 3 | 450
Power and IR drop assume default switching activity.
