--- run.sh ---
#!/bin/bash
# OpenROAD 26Q1-2900-gdf79404cd8, Yosys 0.63+post, stock flow scripts
make -C /OpenROAD-flow-scripts/flow DESIGN_CONFIG=/design/flow/config.mk WORK_HOME=/design/flow/orfs finish
--- config.mk ---
export PLATFORM = sky130hd
export DESIGN_NAME = white
export DESIGN_NICKNAME = white
export VERILOG_FILES = /design/flow/design.v
export SDC_FILE = /design/flow/constraint.sdc
export NUM_CORES = 4
export LEC_CHECK = 1
export CORE_UTILIZATION = 40
--- constraint.sdc ---
current_design white

set clk_period 5.6
set clk_io_pct 0.2

create_clock -name clk0 -period $clk_period [get_ports {CLOCK_50}]

set non_clock_inputs [all_inputs -no_clocks]
set_input_delay [expr $clk_period * $clk_io_pct] -clock clk0 $non_clock_inputs
set_output_delay [expr $clk_period * $clk_io_pct] -clock clk0 [all_outputs]
--- design.v ---
module white(
    input logic CLOCK_50, input logic reset_n,
    input logic rd_en, input logic wr_en,
    input logic [31:0] hex_value_index,  
    output logic [31:0] out  
);
    parameter WIDTH = 160, HEIGHT = 90, RESET = 99999;
    logic [7:0] x;
    logic [7:0] y;
    logic [2:0] rgb;
    logic [7:0] xMin, xMax, yMin, yMax;
    always@(posedge CLOCK_50) begin
        if(~reset_n || hex_value_index[23:0] == 99999) begin  
            x <= 0;
            y <= HEIGHT - 1;
            rgb <= 0;
            xMin = WIDTH-1;
            xMax = 0;
            yMin = HEIGHT-1;
            yMax = 0;
        end
        else if(wr_en == 1) begin
            if(rgb != 2) begin
                rgb <= rgb + 1;
            end
            else if(rgb == 2 && x != WIDTH - 1) begin
                rgb <= 0;
                x <= x + 1;
            end
            else if(rgb == 2 && x == WIDTH -1 && y != 0) begin
                rgb <= 0;
                x <= 0;
                y <= y - 1;
            end
            else if(y == 0) begin
                y <= y;
                x <= x;
                rgb <= rgb;
            end
            if(hex_value_index[31:24] < 150) begin  
                if(x < xMin) 
                begin
                    xMin <= x;
                end
                if(x > xMax)
                begin
                    xMax <= x;
                end
                if(y < yMin)
                begin
                    yMin <= y;
                end
                if(y > yMax)
                begin
                    yMax <= y;
                end
            end
        end
    end
    assign out = {xMin, xMax, yMin, yMax};  
endmodule
==> metrics.yaml <==
outcome:
  status: "finished clean"
detailed_routing:
  diodes: 0
  dr.pass1.iters: 4
  drt_iter0_markers: 61
  ant_nets: 0
  wl_mm: 6.55
  num_vias: 2627
  via_per_inst: 5.06
  routedWlPerCell_um: 12.6
  drc: 0
clock_network:
  cts_root_buffer: "clkbuf_8"
  cts_buffers: 5
  cts_resized: 0
  htree_num_levels: 2
  post_cts_buffers: 0
  clock_latency_ns: 0.30
  hold_buffers: 0
  clockBufferDepth: 2
  cts.clk_slew.worst_paths_ns: 0.09
  cts_tree: "yes"
  cts.sinks: 51
logic_synthesis:
  muxShareOfSynthArea: 0.106
  synth.cellmix.xorXnorShare: 0.0346
  simple_gate_share: 0.216
  synthArstFlopShare: 0
  ys_sh_aoi: 0.110
  top_cell_area_share: 0.336
  ys_ff: 51
  post-synth-top-count-cell: "nand2_1"
  synthCells: 359
  synth_cell_types: 46
  synth_seq_share: 0.336
  topCombFamilyByArea: "simple AND/OR/NAND/NOR gates"
  ys_sh_adder: 0.136
  top_cells_by_area: "dfxtp_1 (34%), ha_1 (14%), mux2i_1 (11%), nand2_1 (6.6%), nor2_1 (4.7%)"
  syn_area_mm2: 0.00304
  synth-edff-count: 0
  post-synth-top-area-cell: "dfxtp_1"
  synth_area_per_cell_um2: 8.46
  ys.flop_type: "dfxtp_1"
  synth.yosys.warnings: 1
  synthTopCellsByCount: "nand2_1 (53), dfxtp_1 (51), nor2_1 (38), ha_1 (33)"
  yosysChipArea_mm2: 0.00304
  ys_cells: 359
floorplanning:
  num_rows: 31
  die_h_um: 89.1
  initial_core_util: 0.416
  ios: 68
  dieArea_mm2: 0.00794
  core_area_mm2: 0.00729
  die_w_um: 89.1
sta:
  skew_ns: 0.0123
  setup_viol: 0
  drv_slew: 0
  slew_headroom: 0.643
  fmax_mhz: 381
  setup_tns_ns: 0
  fin_crit_sh: 0.468
  hold_viol: 0
  tightest_slew_ns: 0.531
  rsz0062_at_grt: "no"
  period_needed_ns: 2.62
  whs_ns: 0.475
critical_path:
  critical_path_class: "input port to register"
  cp-start-kind: "input port"
  ff2ff_setup_slack_ns: 3.61
  cp.buffers_inverters: 2
  path_delay_family: "simple AND/OR/NAND/NOR gates"
  r2r-start: "x[1]$_SDFFE_PP0P_"
  cp-end-kind: "register"
  crit_required_ns: 5.77
  crit_slowest_cell: "clkdlybuf4s50_1"
  arrival_ns: 2.79
  path_cells: "clkdlybuf4s50_1 > nor4_1 > nand4_1 > o21a_1 > buf_4 > nand2_1 > mux2i_1"
  slowest_delay_ns: 0.40
  rr_worst_depth: 5
  crit_fanout: 42
  r2r_end: "xMin[3]$_SDFFE_PP1P_"
final_layout:
  area_delta_synth_final_pct: 27.3
  drive_above_1_share: 0.0452
  final_area_mm2: 0.00386
hold_path:
  hold_class: "register to register"
  hold_end: "xMax[7]$_SDFFE_PP0P_"
  min-delay-start: "xMax[7]$_SDFFE_PP0P_"
  hold_path_depth: 2
grt:
  grt_overflow_total: 0
  grt_pass1_wl_mm: 10.9
  grt_pass1_vias: 2329
  antenna_found_initial: 0
  grt_start_max_net_pins: 43
  grtUsageTotal: 0.178
flow_run:
  max-cap-violations: 0
  tool_warnings: 28
power:
  cellPowerDensity_mw_per_mm2: 181
  p_leak_uw: 0.00155
  ir_drop_mv: 0.111
placement:
  place.gp.congestion: 0.833
  io_buffer_count: 65
  dpl.hpwl_mm: 4.86
  postPlaceCellArea_mm2: 0.00376
[cell type report]
class	count	area, um2
clock buffer	7	96.3
inverter	32	120
tap	99	124
multi-input combinational	262	1830
sequential	51	1020
fill	711	3430
clock inverter	1	7.51
timing repair buffer	67	666
[sequential cells by signal, indices dropped and copies added (netlist names)]
register  cells
yMax          8
xMin          8
x             8
xMax          8
rgb           3
y             8
yMin          8
[cells by family after synthesis]
logic type,Yosys count
compound gates,47
xor+xnor,12
fa+ha+maj,33
buf+inv,46
flops,51
mux,32
simple gates,138
[report_power, final]
group	leakage, uW	internal (uW)	switching (uW)
clock	0.0000505	113	125
combinational	0.00108	51.4	32.3
sequential	0.000414	371	7.41
[worst min-delay path: cells and delay by family, from the launching register on]
| family | cells | cell delay [ns] |
|---|---|---|
| mux | 1 | 0.05 |
| flops | 1 | 0.33 |
| simple gates | 1 | 0.05 |
[worst max path at each step]
stage                   start                    to  slack, ns  cells after the start
4_1_cts                 wr_en  xMin[3]$_SDFFE_PP1P_       2.96                      5
5_1_grt   hex_value_index[19]  yMin[3]$_SDFFE_PP1P_       2.85                      7
6_report  hex_value_index[19]  yMin[5]$_SDFFE_PP0P_       2.98                      7
[cells in the final DEF (no fill, tap or decap), drive strengths merged, types with 2 or more instances in the layout]
master         Yosys  layout
clkdlybuf4s50      0      65
nand2             53      53
dfxtp             51      51
nor2              38      38
ha                33      33
inv               32      32
mux2i             32      32
a21oi             18      18
nand4              9       9
xor2               8       8
nand3              7       7
clkbuf            10       7
o21ai              7       7
nor3               5       5
nor4               4       4
o211ai             4       4
xnor2              4       4
and4               3       3
o211a              3       3
nor3b              3       3
a211oi             3       3
nor4b              2       2
nor2b              2       2
o221a              2       2
and3               2       2
nand4b             2       2
nand2b             2       2
a21o               2       2
buf                4       2
[stage by stage]
step / total power [uW] / util / setup WS (ns) / std cells
global route: 735 / 0.530 / 2.85 / 519
CTS: 711 / 0.530 / 2.96 / 519
finish: 700 / 0.530 / 2.98 / 519
global placement: 471 / 0.516 / 2.64 / 511
floorplan: 427 / - / 3.23 / 359
detailed placement: 472 / 0.516 / 2.64 / 511
[per-layer routing]
metal	vias up	GRT usage	share of wire
met5	-	0	0
met4	0	0.0144	0.0067
met3	5	0.0225	0.031
met2	37	0.304	0.47
met1	1219	0.257	0.49
li1	1366	-	-
No activity file was given, so power comes from the tool's default toggle rates.
